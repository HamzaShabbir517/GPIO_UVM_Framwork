**design/flow/design.v**
```verilog
module axi_gpio (
    input  wire        clk,
    input  wire        rst,
    input  wire [31:0]  awaddr,
    input  wire        awvalid,
    output wire        awready,
    input  wire [31:0] wdata,
    input  wire [3:0]  wstrb,
    input  wire        wvalid,
    output wire        wready,
    output wire [1:0]  bresp,
    output wire        bvalid,
    input  wire        bready,
    input  wire [31:0]  araddr,
    input  wire        arvalid,
    output wire        arready,
    output wire [31:0] rdata,
    output wire [1:0]  rresp,
    output wire        rvalid,
    input  wire        rready,
    input  wire [31:0] gpio_in,               
    output reg  [31:0] gpio_out,              
    output reg  [31:0] gpio_output_enable,    
    output wire        irq                    
);
    localparam GPIO_OUT_ADDR      = 8'h00;   
    localparam GPIO_OUTPUT_EN_ADDR = 8'h04;  
    localparam GPIO_IN_ADDR       = 8'h08;   
    localparam GPIO_INT_EN_ADDR   = 8'h0C;   
    localparam GPIO_INT_STAT_ADDR = 8'h10;  
    localparam GPIO_INT_CLEAR_ADDR = 8'h14;  
    reg        axi_awready;
    reg        axi_wready;
    reg [1:0]  axi_bresp;
    reg        axi_bvalid;
    reg        axi_arready;
    reg [31:0] axi_rdata;
    reg [1:0]  axi_rresp;
    reg        axi_rvalid;
    reg [31:0] gpio_int_enable;   
    reg [31:0] gpio_int_status;   
    reg [31:0] gpio_in_reg;       
    assign awready = axi_awready;
    assign wready  = axi_wready;
    assign bresp   = axi_bresp;
    assign bvalid  = axi_bvalid;
    assign arready = axi_arready;
    assign rdata   = axi_rdata;
    assign rresp   = axi_rresp;
    assign rvalid  = axi_rvalid;
    assign irq = |gpio_int_status;  
    always @(posedge clk or posedge rst) begin
        if (rst) begin
            axi_awready       <= 1'b0;
            axi_wready        <= 1'b0;
            axi_bvalid        <= 1'b0;
            axi_bresp         <= 2'b00;  
            gpio_out          <= 32'b0;
            gpio_output_enable <= 32'b0;
            gpio_int_enable   <= 32'b0;
            gpio_int_status   <= 32'b0;
        end else begin
            if (awvalid && !axi_awready) begin
                axi_awready <= 1'b1;
            end else begin
                axi_awready <= 1'b0;
            end
            if (wvalid && !axi_wready) begin
                axi_wready <= 1'b1;
                case (awaddr[7:0])
                    GPIO_OUT_ADDR:      gpio_out <= wdata;
                    GPIO_OUTPUT_EN_ADDR: gpio_output_enable <= wdata;
                    GPIO_INT_EN_ADDR:   gpio_int_enable <= wdata;
                    GPIO_INT_CLEAR_ADDR: gpio_int_status <= gpio_int_status & ~wdata;  
                    default:            ;  
                endcase
            end else begin
                axi_wready <= 1'b0;
            end
            if (axi_wready &&  wvalid && !axi_bvalid) begin
                axi_bvalid <= 1'b1;
                axi_bresp  <= 2'b00;  
            end else if (bready && axi_bvalid) begin
                axi_bvalid <= 1'b0;
            end
        end
    end
    always @(posedge clk or posedge rst) begin
        if (rst) begin
            axi_arready <= 1'b0;
            axi_rvalid  <= 1'b0;
            axi_rresp   <= 2'b00;  
            axi_rdata   <= 32'b0;
        end else begin
            if (arvalid && !axi_arready) begin
                axi_arready <= 1'b1;
            end else begin
                axi_arready <= 1'b0;
            end
            if (arvalid && !axi_rvalid) begin
                case (araddr[7:0])
                    GPIO_OUT_ADDR:      axi_rdata <= gpio_out;
                    GPIO_OUTPUT_EN_ADDR: axi_rdata <= gpio_output_enable;
                    GPIO_IN_ADDR:       axi_rdata <= gpio_in;
                    GPIO_INT_EN_ADDR:   axi_rdata <= gpio_int_enable;
                    GPIO_INT_STAT_ADDR: axi_rdata <= gpio_int_status;
                    default:            axi_rdata <= 32'b0;  
                endcase
                axi_rvalid <= 1'b1;
                axi_rresp  <= 2'b00;  
            end else if (rready && axi_rvalid) begin
                axi_rvalid <= 1'b0;
            end
        end
    end
    always @(posedge clk or posedge rst) begin
        if (rst) begin
            gpio_int_status <= 32'b0;
            gpio_in_reg     <= 32'b0;
        end else begin
            gpio_in_reg <= gpio_in;  
            gpio_int_status <= gpio_int_status |
                               ((gpio_in ^ gpio_in_reg) & gpio_int_enable);  
        end
    end
endmodule
```
**design/flow/run.sh**
```bash
#!/bin/bash
# OpenROAD 26Q1-2900-gdf79404cd8, Yosys 0.63+post, stock flow scripts
make -C /OpenROAD-flow-scripts/flow DESIGN_CONFIG=/design/flow/config.mk WORK_HOME=/design/flow/orfs finish
```
**design/flow/config.mk**
```make
export PLATFORM = sky130hd
export DESIGN_NAME = axi_gpio
export DESIGN_NICKNAME = axi_gpio
export VERILOG_FILES = /design/flow/design.v
export SDC_FILE = /design/flow/constraint.sdc
export NUM_CORES = 4
export LEC_CHECK = 1
export CORE_UTILIZATION = 30
```
**design/flow/constraint.sdc**
```tcl
current_design axi_gpio

set clk_period 3.9
set clk_io_pct 0.2

create_clock -name clk0 -period $clk_period [get_ports {clk}]

set non_clock_inputs [all_inputs -no_clocks]
set_input_delay [expr $clk_period * $clk_io_pct] -clock clk0 $non_clock_inputs
set_output_delay [expr $clk_period * $clk_io_pct] -clock clk0 [all_outputs]
```
==> flow report <==
RUN STATUS
------------------------------------------------------------------------------------
Status                                                                  aborted with a tool error
Failing step                                                               1_2_yosys
First Err                                                               ERROR: Found 32 problems in 'check -assert'.

LOGIC SYNTHESIS
------------------------------------------------------------------------------------
Count of unique library cells instantiated by Yosys                               33
Total cells reported by yosys after synthesis                                    665
Number of register bits inferred by synthesis                                    229
Number of warnings printed during yosys synthesis                                  1
Post-synth tally of flip-flops with integrated enable                              0
Proportion of synthesized flip-flops having asynchronous set or reset          1.000
Sequential fraction of the synthesis area                                     0.6072
Main flop type                                                               dfrtp_1
Summed standard-cell area reported by yosys                               9438 sq um

==> logic make-up after synthesis <==
logic type | count (synthesis) | share of synthesized area
AOI/OAI and AO/OA | 162 | 0.1285
xor gates and xnor gates | 32 | 0.02970
buffers and inverters | 49 | 0.02479
DFF | 229 | 0.6072
muxes | 161 | 0.1877
other | 1 | 0.0003973
and+or+nand+nor | 31 | 0.02174
==> cell usage after synthesis, types with 7 or more instances <==
cell type,n,area [sq um]
a21boi_0,32,240.2
clkbuf_1,31,116.4
buf_2,7,35.03
nor4_1,9,56.30
mux2_1,63,709.4
dfrtp_1,229,5731
mux2_2,65,732.0
o21a_1,32,240.2
o22ai_1,32,200.2
a221oi_1,32,280.3
mux2i_1,33,330.3
a21o_1,32,240.2
xor2_1,32,280.3
